==> design/flow/design.v <==
module PDU_UART (
    input                   [ 0 : 0]            sys_clk             ,
    input                   [ 0 : 0]            sys_rst             ,
    input                   [31 : 0]            interface_addr      ,
    output          reg     [31 : 0]            interface_rdata     ,
    input                   [31 : 0]            interface_wdata     ,
    input                   [ 0 : 0]            interface_we        ,
    input                   [ 0 : 0]            uart_rxd            ,
    output                  [ 0 : 0]            uart_txd
);
    localparam UART_BASE = 32'h00008000;
    localparam UART_RX_DATA_READY = UART_BASE + 32'h00;
    localparam UART_RX_DATA = UART_BASE + 32'h04;
    localparam UART_RX_ACK = UART_BASE + 32'h08;
    localparam UART_TX_ACK = UART_BASE + 32'h10;
    localparam UART_TX_DATA = UART_BASE + 32'h14;
    localparam UART_TX_DATA_READY = UART_BASE + 32'h18;
    localparam UART_RX_QUEUE_DEPTH = 10;
    localparam UART_TX_QUEUE_DEPTH = 10;
    reg	 [31 : 0]   tx_data;
    wire [31 : 0]   rx_data;
    wire [ 0 : 0]   rx_enqueue_raw, rx_dequeue_raw;
    wire [ 0 : 0]   rx_enqueue, rx_dequeue, rx_queue_empty, rx_queue_full;
    wire [ 7 : 0]   rx_queue_head;
    wire [ 7 : 0]   rx_enqueue_data;
    wire [ 0 : 0]   tx_enqueue_raw, tx_dequeue_raw;
    wire [ 0 : 0]   tx_enqueue, tx_dequeue, tx_queue_empty, tx_queue_full;
    wire [ 7 : 0]   tx_queue_head;
    wire [ 7 : 0]   tx_enqueue_data;
    reg  [ 0 : 0]   uart_rx_data_ready;
    reg  [ 0 : 0]   uart_rx_ack;
    reg  [ 0 : 0]   uart_tx_data_ready;
    reg  [ 0 : 0]   uart_tx_ack;
    assign rx_data = {24'h0, rx_queue_head};
    always @(*) begin
        case (interface_addr)
            UART_RX_DATA_READY :
                interface_rdata = {31'B0, uart_rx_data_ready};
            UART_RX_DATA :
                interface_rdata = rx_data;
            UART_RX_ACK :
                interface_rdata = {31'B0, uart_rx_ack};
            UART_TX_ACK :
                interface_rdata = {31'B0, uart_tx_ack};
            UART_TX_DATA :
                interface_rdata = tx_data;
            UART_TX_DATA_READY :
                interface_rdata = {31'B0, uart_tx_data_ready};
            default :
                interface_rdata = 32'h0;
        endcase
    end
    always @(*) begin
        if (uart_rx_ack) begin
            uart_rx_data_ready = 1'h0;
        end
        else begin
            uart_rx_data_ready = !rx_queue_empty;
        end
    end
    always @(posedge sys_clk) begin
        if (sys_rst) begin
            uart_rx_ack <= 1'h0;
        end
        else begin
            if (interface_we) begin
                if (interface_addr == UART_RX_ACK) begin
                    uart_rx_ack <= interface_wdata[0];
                end
            end
        end
    end
    POSEDGE_GEN rx_dequeue_gen(
        .clk                (sys_clk            ),
        .signal             (uart_rx_ack        ),
        .signal_posedge     (rx_dequeue         )
    );
    always @(*) begin
        if (uart_tx_data_ready) begin
            uart_tx_ack = !tx_queue_full;
        end
        else begin
            uart_tx_ack = 1'h0;
        end
    end
    always @(posedge sys_clk) begin
        if (sys_rst) begin
            uart_tx_data_ready <= 1'h0;
        end
        else begin
            if (interface_we) begin
                if (interface_addr == UART_TX_DATA_READY) begin
                    uart_tx_data_ready <= interface_wdata[0];
                end
            end
        end
    end
    always @(posedge sys_clk) begin
        if (sys_rst) begin
            tx_data <= 32'h0;
        end
        else begin
            if (interface_we) begin
                if (interface_addr == UART_TX_DATA && !tx_queue_full) begin
                    tx_data <= interface_wdata;
                end
            end
        end
    end
    POSEDGE_GEN tx_enqueue_gen(
        .clk                (sys_clk            ),
        .signal             (uart_tx_data_ready ),
        .signal_posedge     (tx_enqueue         )
    );
    assign tx_enqueue_data = tx_data[7 : 0];
    UART_RX uart_rx (
        .clk                (sys_clk            ),
        .rst                (sys_rst            ),
        .en                 (1'B1               ),
        .uart_rxd           (uart_rxd           ),
        .ready              (rx_enqueue_raw     ),
        .data               (rx_enqueue_data    )
    );
    QUEUE #(.DEPTH(UART_RX_QUEUE_DEPTH)) rx_queue (
        .clk                (sys_clk            ),
        .rst                (sys_rst            ),
        .en                 (1'B1               ),
        .enqueue            (rx_enqueue         ),
        .dequeue            (rx_dequeue         ),
        .enqueue_data       (rx_enqueue_data    ),
        .queue_head_data    (rx_queue_head      ),
        .empty              (rx_queue_empty     ),
        .full               (rx_queue_full      )
    );
    POSEDGE_GEN rx_enqueue_gen (
        .clk                (sys_clk            ),
        .signal             (rx_enqueue_raw     ),
        .signal_posedge     (rx_enqueue         )
    );
	UART_TX uart_tx (
		.clk				(sys_clk            ),
		.rst				(sys_rst            ),
		.en					(1'B1               ),
		.data				(tx_queue_head      ),
		.ready				(!tx_queue_empty    ),
		.transmitted		(tx_dequeue_raw     ),
		.uart_txd			(uart_txd           )
	);
    QUEUE #(.DEPTH(UART_TX_QUEUE_DEPTH)) tx_queue (
        .clk                (sys_clk            ),
        .rst                (sys_rst            ),
        .en                 (1'B1               ),
        .enqueue            (tx_enqueue         ),
        .dequeue            (tx_dequeue         ),
        .enqueue_data       (tx_enqueue_data    ),
        .queue_head_data    (tx_queue_head      ),
        .empty              (tx_queue_empty     ),
        .full               (tx_queue_full      )
    );
    POSEDGE_GEN tx_dequeue_gen (
        .clk                (sys_clk            ),
        .signal             (tx_dequeue_raw     ),
        .signal_posedge     (tx_dequeue         )
    );
endmodule
module POSEDGE_GEN (
    input           [ 0 : 0]        clk,
    input           [ 0 : 0]        signal,
    output          [ 0 : 0]        signal_posedge
);
    reg signal_delay1, signal_delay2;
    initial begin
        signal_delay1 = 0;
        signal_delay2 = 0;
    end
    always @(posedge clk) begin
        signal_delay1 <= signal;
        signal_delay2 <= signal_delay1;
    end
    assign signal_posedge = signal_delay1 & ~signal_delay2;
endmodule
module QUEUE #(
    parameter WIDTH = 8,
    parameter DEPTH = 8
)
(
    input           [ 0 : 0]        clk, rst,
    input           [ 0 : 0]        en,
    input           [ 0 : 0]        enqueue, dequeue,
    input			[ 7 : 0]        enqueue_data,
    output          [ 7 : 0]        queue_head_data,
    output          [ 0 : 0]        empty, full
);
    reg [WIDTH - 1 : 0]     fifo_queue          [0 : (1 << DEPTH) - 1];
    reg [DEPTH - 1 : 0]     head, rear;
    integer i;
    initial begin
        for(i = 0; i < 1 << DEPTH; i = i + 1) begin
            fifo_queue[i] = 0;
        end
        head = 0;
        rear = 0;
    end
    always @(posedge clk) begin
        if(rst | ~en) begin                      
            head <= 0;
            rear <= 0;
        end
        else begin                               
            if(enqueue && dequeue) begin
                fifo_queue[rear] <= enqueue_data;
                head <= head + 1;
                rear <= rear + 1;
            end
            else begin
                if(enqueue && !full) begin
                    fifo_queue[rear] <= enqueue_data;
                    rear <= rear + 1;
                end
                if(dequeue && !empty) begin
                    head <= head + 1;
                end
            end
        end
    end
    assign queue_head_data = fifo_queue[head];
    assign empty = (head == rear);
    assign full = ((rear + 1) % (1 << DEPTH) == head);
endmodule
module UART_RX (
    input           [ 0 : 0]        clk, 
    input           [ 0 : 0]        rst,
    input           [ 0 : 0]        en, 
    input           [ 0 : 0]        uart_rxd,
    output  reg     [ 0 : 0]        ready,
    output  reg     [ 7 : 0]        data
);
    reg [2 : 0] status_cur;
    reg [9 : 0] counter;
    reg [2 : 0] bits_counter;
    initial begin
        status_cur = 3'h7;
        ready = 0;
        data = 0;
        counter = 0;
        bits_counter = 0;
    end
    always @(posedge clk) begin
        if(rst | ~en) begin
            status_cur <= 3'h7;
            ready <= 0;
            data <= 0;
            counter <= 0;
            bits_counter <= 0;
        end
        else begin
            case(status_cur)
                3'h7 : begin
                    status_cur <= 3'h0;
                    ready <= 0;
                    data <= 0;
                    counter <= 0;
                    bits_counter <= 0;
                end
                3'h0 : begin
                    if(!uart_rxd) status_cur <= 3'h1;
                    counter <= 0;
                end
                3'h1 : begin
                    if(counter == 433) begin
                        counter <= 0;
                        status_cur <= 3'h2;
                    end
                    else begin
                        counter <= counter + 1;
                    end
                    ready <= 0;
                    bits_counter <= 0;
                end
                3'h2 : begin
                    if(counter == 867) begin
                        if(bits_counter == 7) begin
                            status_cur <= 3'h3;
                        end
                        bits_counter <= bits_counter + 1;
                        counter <= 0;
                        data <= {uart_rxd, data[7 : 1]};
                    end
                    else begin
                        counter <= counter + 1;
                    end
                end
                3'h3 : begin
                    if(counter == 867) begin
                        status_cur <= 3'h0;
                        ready <= uart_rxd;
                    end
                    else begin
                        counter <= counter + 1;
                    end
                end
                default : begin
                    status_cur <= 3'h7;
                    ready <= 0;
                    data <= 0;
                    counter <= 0;
                    bits_counter <= 0;
                end
            endcase
        end
    end
endmodule
module UART_TX (
    input           [ 0 : 0]        clk, 
    input           [ 0 : 0]        rst,
    input           [ 0 : 0]        en, 
    input           [ 0 : 0]        ready,
    input           [ 7 : 0]        data,
    output          [ 0 : 0]        uart_txd,
    output  reg     [ 0 : 0]        transmitted
);
    reg [2 : 0] status_cur;
    reg [9 : 0] counter;
    reg [2 : 0] bits_counter;
    initial begin
        status_cur = 3'h7;
        counter = 0;
        bits_counter = 0;
        transmitted = 0;
    end
    always @(posedge clk) begin
        if (rst | ~en) begin
            status_cur <= 3'h7;
            counter <= 0;
            bits_counter <= 0;
            transmitted <= 0;
        end
        else begin
            case(status_cur)
                3'h7 : begin
                    status_cur <= 3'h0;
                    counter <= 0;
                    bits_counter <= 0;
                    transmitted <= 0;
                end
                3'h0 : begin
                    if (ready) begin
                        status_cur <= 3'h1;
                        counter <= 0;
                    end
                end
                3'h1 : begin
                    if (counter == 867) begin
                        status_cur <= 3'h2;
                        counter <= 0;
                        bits_counter <= 0;
                    end
                    else begin
                        counter <= counter + 1;
                    end
                end
                3'h2 : begin
                    if (counter == 867) begin
                        if (bits_counter == 7) begin
                            transmitted <= 1;
                            status_cur <= 3'h3;
                        end
                        bits_counter <= bits_counter + 1;
                        counter <= 0;
                    end
                    else begin
                        counter <= counter + 1;
                    end
                end
                3'h3 : begin
                    if (counter == 867) begin
                        status_cur <= 3'h0;
                        transmitted <= 0;
                        counter <= 0;
                    end
                    else begin
                        counter <= counter + 1;
                    end
                end
                default : begin
                    status_cur <= 3'h7;
                    counter <= 0;
                    bits_counter <= 0;
                    transmitted <= 0;
                end
            endcase
        end
    end
    assign uart_txd = status_cur == 3'h2 ? data[bits_counter] : (status_cur == 3'h1 ? 0 : 1);
endmodule
==> design/flow/run.sh <==
#!/bin/bash
# OpenROAD 26Q1-2900-gdf79404cd8, Yosys 0.63+post, stock flow scripts
make -C /OpenROAD-flow-scripts/flow DESIGN_CONFIG=/design/flow/config.mk WORK_HOME=/design/flow/orfs finish
==> design/flow/config.mk <==
export PLATFORM = sky130hd
export DESIGN_NAME = PDU_UART
export DESIGN_NICKNAME = PDU_UART
export VERILOG_FILES = /design/flow/design.v
export SDC_FILE = /design/flow/constraint.sdc
export NUM_CORES = 4
export LEC_CHECK = 1
export CORE_UTILIZATION = 30
export SYNTH_MEMORY_MAX_BITS = 65536
==> design/flow/constraint.sdc <==
current_design PDU_UART

set clk_period 1451.6
set clk_io_pct 0.2

create_clock -name clk0 -period $clk_period [get_ports {sys_clk}]

set non_clock_inputs [all_inputs -no_clocks]
set_input_delay [expr $clk_period * $clk_io_pct] -clock clk0 $non_clock_inputs
set_output_delay [expr $clk_period * $clk_io_pct] -clock clk0 [all_outputs]
==> impl_metrics.env <==
# implementation run metrics
export IMPL_status="completed"
export IMPL_grt_max_degree=146
export IMPL_total_power_mw=0.869
export IMPL_grt_use_total_pct=18.2
export IMPL_finClkSkew_ns=0.216
export IMPL_rsz0062_at_grt="no"
export IMPL_overflow=0
export IMPL_internal_power_mw=0.754
export IMPL_largest_area_cell="edfxtp_1"
export IMPL_dp_hpwl_um=1130000
export IMPL_drc_errors=0
export IMPL_grt_pass1_wl_um=2550000
export IMPL_synth_cell_types=81
export IMPL_required_ns=1161.28
export IMPL_tightest_slew_ns=1.42
export IMPL_ys_area_mm2=0.637
export IMPL_antenna_found_initial=193
export IMPL_swShare_pct=13.3
export IMPL_crit_path_max_fanout=7
export IMPL_insertion_delay_ns=0.89
export IMPL_wl_per_cell_um=30.5
export IMPL_synth_flop_count=16500
export IMPL_worstPathArrival_ns=295.00
export IMPL_path_class="primary input to primary output"
export IMPL_leakage_nw=194
export IMPL_cts_tree="yes"
export IMPL_cp_slowest_stage_delay_ns=0.81
export IMPL_final_min_clock_period_ns=585.32
export IMPL_numCtsBuffers=1655
export IMPL_fillers=191000
export IMPL_maxCapViolations=0
export IMPL_io_pins=101
export IMPL_clk_pin_slew_ns=0.05
export IMPL_hold_class="flop to flop"
export IMPL_hold_buffers=0
export IMPL_dr_total_vias=305000
export IMPL_seq_power_share_pct=59.6
export IMPL_max_slew_margin_rel_pct=5.39
export IMPL_synth_top_area_share_pct=77.2
export IMPL_post_cts_buffers=0
export IMPL_gp_congestion=0.908
export IMPL_period_used_pct=40.3
export IMPL_synth_area_mm2=0.637
export IMPL_die_width_um=1460
export IMPL_yosys_warnings=5
export IMPL_powerDensity_mw_per_mm2=1.19
export IMPL_dieArea_mm2=2.13
export IMPL_edf_count=16400
export IMPL_dr_pass1_iters=6
export IMPL_first_iter_violations=21900
export IMPL_ant_nets=0
export IMPL_ff_type="edfxtp_1"
export IMPL_maxSlewViolCount=0
export IMPL_synth_cells=28500
export IMPL_path_cells="clkdlybuf4s50_1 > nor4_1 > nand3_1 > nor4_2 > nand2_1 > a211o_1 > a21oi_1 > a221o_1 > buf_4 > clkdlybuf4s50_1"
export IMPL_yosysMostFrequentCell="edfxtp_1"
export IMPL_fmax_mhz=1.71
export IMPL_fin_setup_tns_ns=0
export IMPL_die_h_um=1460
export IMPL_hold_viol=0
export IMPL_clockPowerShare_pct=40.2
export IMPL_async_flop_share_pct=0
export IMPL_setup_viol=0
export IMPL_power_switching_mw=0.115
export IMPL_fp_util_pct=30.1
export IMPL_irDropWorstVdd_uv=0.959
export IMPL_root_buffer="clkbuf_16"
export IMPL_ys_seq_share_pct=77.6
export IMPL_ys_cells=28500
export IMPL_place_port_buffers=100
export IMPL_core_area_mm2=2.12
export IMPL_via_per_inst=5.11
export IMPL_worst_path_max_delay_cell="a221o_1"
export IMPL_clock_sinks=16500
export IMPL_ctsLongestPathBuffers=6
export IMPL_crit_path_start_kind="primary input"
export IMPL_grt_pass1_vias=338000
export IMPL_placementRows=535
export IMPL_htreeDepth=7
export IMPL_path_common_cell="clkdlybuf4s50_1"
export IMPL_synth_top_cells_by_area="edfxtp_1 77%, mux4_2 16%, nor2_1 1.3%"
export IMPL_end_kind="primary output"
export IMPL_avgSynthCellArea_um2=22.4
export IMPL_p_comb_share_pct=0.2
export IMPL_cts_resized_gates=0
export IMPL_wl_um=1820000
export IMPL_syn2layout_area_growth_pct=14.6
export IMPL_synthTopCellsByCount="16,400 x edfxtp_1, 4,547 x mux4_2, 2,273 x nor2_1, 969 x clkbuf_1, 784 x mux2i_1"
export IMPL_final_layout_size_suffix_gt1_share_pct=26.6
export IMPL_warnings=2132
==> layout by cell type, fill, tap and decap left out, types with 142 or more instances in the layout <==
cell type,netlist,final
nand2_1,378,339
o21ai_0,175,170
a22oi_1,296,296
bufinv_16,0,142
diode_2,0,380
a21oi_1,297,297
o22ai_1,149,149
mux4_2,4547,4547
buf_4,37,1159
clkbuf_1,969,374
edfxtp_1,16400,16400
nor2_1,2273,2249
mux2i_1,784,783
clkinv_1,3,408
clkinv_2,0,258
nand3_1,180,147
clkbuf_16,0,1672
==> power groups by stage <==
| stage | Combinational, mW | Sequential, mW | Clock [mW] |
|---|---|---|---|
| final | 0.00150 | 0.518 | 0.349 |
| after global routing | 0.00164 | 0.516 | 0.439 |
| after CTS | 0.00150 | 0.517 | 0.422 |
==> state kept, by name, indices dropped and copies added (netlist names), 3 cells and up <==
| register | count |
|---|---|
| rx_queue.rear | 10 |
| uart_rx.bits_counter | 3 |
| uart_rx.data | 8 |
| uart_tx.counter | 10 |
| rx_queue.fifo_queue | 8192 |
| uart_tx.status_cur | 3 |
| rx_queue.head | 10 |
| tx_queue.fifo_queue | 8192 |
| tx_data | 32 |
| uart_rx.status_cur | 3 |
| uart_rx.counter | 10 |
| uart_tx.bits_counter | 3 |
| tx_queue.rear | 10 |
| tx_queue.head | 10 |
==> per-layer routing <==
metal  track usage (%)  part of all wire, %
met4              7.58                  4.8
met1              16.8                   28
met2              25.9                   45
met3              18.0                   21
met5              4.66                 0.56
==> critical path: cells and delay by family <==
family | cells | cell delay, ns
buffers and inverters | 3 | 1.28
AOI/OAI and AO/OA | 3 | 1.43
and+or+nand+nor | 4 | 1.93
==> cell type report <==
cell class | instances | area, µm² | share of cell area, %
diodes | 380 | 951 | 0.130
clock buffers | 2049 | 43300 | 5.93
clock inverters | 957 | 9070 | 1.24
inverters | 29 | 135 | 0.0185
multi-input cells | 10100 | 136000 | 18.7
flip-flops and latches | 16500 | 495000 | 67.7
well taps | 28200 | 35300 | 4.83
repair buffers | 1310 | 10700 | 1.47
==> through the flow <==
stage               cell area, µm²  hold WS [ns]  instances  util, %  worst slack [ns]
CTS                         729000         0.347      59200     34.4            866.14
global placement            677000         0.329      56200     31.9            865.72
floorplan                   637000         0.324      28500        -            869.02
finish                      730000         0.343      59600     34.4            866.28
global route                730000         0.365      59300     34.4            865.99
detailed placement          677000         0.333      56200     31.9            866.16
==> cells by family after synthesis <==
group / share of synthesized area (%)
AND-OR/OR-AND: 1.64
XOR/XNOR: 0.111
adder cells (fa/ha/maj): 0.0334
buffers and inverters: 1.22
flip-flops: 77.6
multiplexers: 17.4
AND/OR/NAND/NOR: 2.03
==> path summary, 6_finish.rpt <==
kind / start / end / slack (ns) / cells past startpoint
setup / recovery: interface_addr[20] / interface_rdata[7] / 866.28 / 10
hold / removal: tx_dequeue_gen.signal_delay1 / tx_dequeue_gen.signal_delay2 / 0.34 / 0
setup reg to reg: tx_queue.head[2] / tx_queue.fifo_queue[608][0] / 1444.57 / 14
hold reg to reg: tx_dequeue_gen.signal_delay1 / tx_dequeue_gen.signal_delay2 / 0.34 / 0
Power figures rest on the tool's default switching activity, not on a simulated workload.
