--- ./run.sh ---
#!/bin/bash
# OpenROAD 26Q1-2900-gdf79404cd8, Yosys 0.63+post, stock flow scripts
make -C /OpenROAD-flow-scripts/flow DESIGN_CONFIG=/design/flow/config.mk WORK_HOME=/design/flow/orfs finish
--- ./config.mk ---
export PLATFORM = sky130hd
export DESIGN_NAME = CPU_ctrl
export DESIGN_NICKNAME = CPU_ctrl
export VERILOG_FILES = /design/flow/design.v
export SDC_FILE = /design/flow/constraint.sdc
export NUM_CORES = 4
export LEC_CHECK = 1
export CORE_UTILIZATION = 30
--- ./constraint.sdc ---
current_design CPU_ctrl

set clk_period 11.8
set clk_io_pct 0.2

create_clock -name clk0 -period $clk_period [get_ports {sys_clk}]

set non_clock_inputs [all_inputs -no_clocks]
set_input_delay [expr $clk_period * $clk_io_pct] -clock clk0 $non_clock_inputs
set_output_delay [expr $clk_period * $clk_io_pct] -clock clk0 [all_outputs]
--- ./design.v ---
module CPU_ctrl (
    input                   [ 0 : 0]            sys_clk             ,
    input                   [ 0 : 0]            sys_rst             ,
    input                   [31 : 0]            interface_addr      ,
    output          reg     [31 : 0]            interface_rdata     ,
    input                   [31 : 0]            interface_wdata     ,
    input                   [ 0 : 0]            interface_we        ,
    output                  [31 : 0]            imem_addr           ,
    output                  [31 : 0]            imem_wdata          ,
    input                   [31 : 0]            imem_rdata          ,
    output          reg     [ 0 : 0]            imem_we             ,
    output                  [31 : 0]            dmem_addr           ,
    output                  [31 : 0]            dmem_wdata          ,
    input                   [31 : 0]            dmem_rdata          ,
    output          reg     [ 0 : 0]            dmem_we             ,
    output          reg     [ 0 : 0]            cpu_rst             ,
    output          reg     [ 0 : 0]            cpu_global_en       ,
    input                   [ 0 : 0]            cpu_commit_en       ,
    input                   [31 : 0]            cpu_commit_pc       ,
    input                   [31 : 0]            cpu_commit_instr    ,
    input                   [ 0 : 0]            cpu_commit_halt     ,
    output                  [ 4 : 0]            cpu_reg_ra          ,
    input                   [31 : 0]            cpu_reg_rd   
);
    localparam CORE_BASE                            = 32'H00008100;
    localparam CORE_COMMAND_OFFSET                  = 8'H00;
    localparam CORE_ACK_OFFSET                      = 8'H04;
    localparam CORE_INST_ADDR_OFFSET                = 8'H10;
    localparam CORE_INST_READ_OFFSET                = 8'H14;
    localparam CORE_INST_WRITE_OFFSET               = 8'H18;
    localparam CORE_DATA_ADDR_OFFSET                = 8'H20;
    localparam CORE_DATA_READ_OFFSET                = 8'H24;
    localparam CORE_DATA_WRITE_OFFSET               = 8'H28;
    localparam CORE_NEW_BREAKPOINT_ADDR_OFFSET      = 8'H30;
    localparam CORE_NEW_BREAKPOINT_ID_OFFSET        = 8'H34;
    localparam CORE_BREAKPOINT_SET_OFFSET           = 8'H38;
    localparam CORE_DELETE_BREAKPOINT_ID_OFFSET     = 8'H40;
    localparam CORE_DELETE_BREAKPOINT_ADDR_OFFSET   = 8'H44;
    localparam CORE_BREAKPOINT_DELETED_OFFSET       = 8'H48;
    localparam CORE_BREAKPOINT_IDS_OFFSET           = 8'H4C;
    localparam CORE_BREAK_OFFSET                    = 8'H50;
    localparam CORE_CURRENT_PC_OFFSET               = 8'H54;
    localparam CORE_BREAKPOINT_ADDR_OFFSET          = 8'H60;
    localparam CORE_REG_OFFSET                      = 8'H80;
    reg  [31 : 0] core_command;
    reg  [ 0 : 0] core_ack;
    reg  [31 : 0] core_inst_addr;
    wire [31 : 0] core_inst_read;
    reg  [31 : 0] core_inst_write;
    reg  [31 : 0] core_data_addr;
    wire [31 : 0] core_data_read;
    reg  [31 : 0] core_data_write;
    reg  [31 : 0] core_new_breakpoint_addr;
    reg  [ 2 : 0] core_new_breakpoint_id;
    reg  [ 0 : 0] core_breakpoint_is_set;
    reg  [ 2 : 0] core_delete_breakpoint_id;
    reg  [31 : 0] core_delete_breakpoint_addr;
    reg  [ 0 : 0] core_breakpoint_is_deleted;
    wire [ 7 : 0] core_breakpoint_ids;
    reg  [ 3 : 0] core_break;
    reg  [31 : 0] core_current_pc;
    wire [31 : 0] core_breakpoint_addr;
    wire [31 : 0] core_reg_rd;
    reg  [31 : 0] reg_breakpoint_addr [7 : 0];
    reg  [ 7 : 0] reg_breakpoint_valid;
    always @(*) begin
        if (interface_addr[7 : 0] >= CORE_BREAKPOINT_ADDR_OFFSET && interface_addr[7 : 0] < CORE_REG_OFFSET) begin
            interface_rdata = core_breakpoint_addr;
        end
        else if (interface_addr[7 : 0] >= CORE_REG_OFFSET) begin
            interface_rdata = core_reg_rd;
        end
        else begin
            case(interface_addr[7 : 0])
                CORE_COMMAND_OFFSET:
                    interface_rdata = core_command;
                CORE_ACK_OFFSET:
                    interface_rdata = {31'B0, core_ack};
                CORE_INST_ADDR_OFFSET:
                    interface_rdata = core_inst_addr;
                CORE_INST_READ_OFFSET:
                    interface_rdata = core_inst_read;
                CORE_INST_WRITE_OFFSET:
                    interface_rdata = core_inst_write;
                CORE_DATA_ADDR_OFFSET:
                    interface_rdata = core_data_addr;
                CORE_DATA_READ_OFFSET:
                    interface_rdata = core_data_read;
                CORE_DATA_WRITE_OFFSET:
                    interface_rdata = core_data_write;
                CORE_NEW_BREAKPOINT_ADDR_OFFSET:
                    interface_rdata = core_new_breakpoint_addr;
                CORE_NEW_BREAKPOINT_ID_OFFSET:
                    interface_rdata = {29'B0, core_new_breakpoint_id};
                CORE_BREAKPOINT_SET_OFFSET:
                    interface_rdata = {31'B0, core_breakpoint_is_set};
                CORE_DELETE_BREAKPOINT_ID_OFFSET:
                    interface_rdata = {29'B0, core_delete_breakpoint_id};
                CORE_DELETE_BREAKPOINT_ADDR_OFFSET:
                    interface_rdata = core_delete_breakpoint_addr;
                CORE_BREAKPOINT_DELETED_OFFSET:
                    interface_rdata = {31'B0, core_breakpoint_is_deleted};
                CORE_BREAKPOINT_IDS_OFFSET:
                    interface_rdata = {24'B0, core_breakpoint_ids};
                CORE_BREAK_OFFSET:
                    interface_rdata = {28'B0, core_break};
                CORE_CURRENT_PC_OFFSET:
                    interface_rdata = core_current_pc;
                default:
                    interface_rdata = 32'h0;
            endcase
        end
    end
    always @(posedge sys_clk) begin
        if (sys_rst) begin
            core_command <= 0;
            core_inst_addr <= 0;
            core_inst_write <= 0;
            core_data_addr <= 0;
            core_data_write <= 0;
            core_new_breakpoint_addr <= 0;
            core_delete_breakpoint_id <= 0;
        end
        else if (interface_we) begin
            case(interface_addr[7 : 0])
                CORE_COMMAND_OFFSET:
                    core_command <= {21'B0, interface_wdata[10 : 0]};
                CORE_INST_ADDR_OFFSET:
                    core_inst_addr <= interface_wdata;
                CORE_INST_WRITE_OFFSET:
                    core_inst_write <= interface_wdata;
                CORE_DATA_ADDR_OFFSET:
                    core_data_addr <= interface_wdata;
                CORE_DATA_WRITE_OFFSET:
                    core_data_write <= interface_wdata;
                CORE_NEW_BREAKPOINT_ADDR_OFFSET:
                    core_new_breakpoint_addr <= interface_wdata;
                CORE_DELETE_BREAKPOINT_ID_OFFSET:
                    core_delete_breakpoint_id <= interface_wdata[2 : 0];
                default: ;
            endcase
        end
    end
    integer i;
    localparam STATE_IDLE               = 2'H0;
    localparam STATE_CORE_STEP          = 2'H1;
    localparam STATE_CORE_RUN           = 2'H2;
    localparam STATE_WAIT_ACK           = 2'H3;
    reg [1 : 0] state_current;
    reg [1 : 0] state_next;
    always @(posedge sys_clk) begin
        if (sys_rst) begin
            state_current <= STATE_IDLE;
        end
        else begin
            state_current <= state_next;
        end
    end
    always @(*) begin
        state_next = state_current;
        imem_we = 1'B0;
        dmem_we = 1'B0;
        core_ack = 1'B0;
        cpu_rst = 1'B0;
        cpu_global_en = 1'B0;
        case (state_current)
            STATE_IDLE:
                begin
                    if (core_command[10]) begin                  
                        state_next = STATE_WAIT_ACK;
                    end
                    if (core_command[9]) begin                   
                        imem_we = 1'B1;
                        state_next = STATE_WAIT_ACK;
                    end
                    if (core_command[8]) begin                   
                        state_next = STATE_WAIT_ACK;
                    end
                    if (core_command[7]) begin                   
                        dmem_we = 1'B1;
                        state_next = STATE_WAIT_ACK;
                    end
                    if (core_command[6]) begin                   
                        state_next = STATE_WAIT_ACK;
                    end
                    if (core_command[5]) begin                   
                        state_next = STATE_WAIT_ACK;
                    end
                    if (core_command[4]) begin                   
                        state_next = STATE_WAIT_ACK;
                    end
                    if (core_command[3]) begin                   
                        state_next = STATE_WAIT_ACK;
                    end
                    if (core_command[2]) begin                   
                        cpu_global_en = 1'B1;
                        state_next = STATE_CORE_STEP;
                    end
                    if (core_command[1]) begin                   
                        cpu_global_en = 1'B1;
                        state_next = STATE_CORE_RUN;
                    end
                    if (core_command[0]) begin                   
                        cpu_rst = 1'B1;
                        state_next = STATE_WAIT_ACK;
                    end
                end
            STATE_CORE_STEP:
                begin
                    cpu_global_en = 1'B1;
                    if (cpu_commit_en) begin
                        cpu_global_en = 1'B0;
                        state_next = STATE_WAIT_ACK;
                    end
                end
            STATE_CORE_RUN:
                begin
                    cpu_global_en = 1'B1;
                    if (cpu_commit_en) begin
                        for (i = 0; i < 8; i = i + 1) begin
                            if (cpu_commit_pc == reg_breakpoint_addr[i] && reg_breakpoint_valid[i]) begin
                                cpu_global_en = 1'B0;
                                state_next = STATE_WAIT_ACK;
                            end
                        end
                    end
                    if (cpu_commit_halt) begin
                        cpu_global_en = 1'B0;
                        state_next = STATE_WAIT_ACK;
                    end
                end
            STATE_WAIT_ACK:
                begin
                    core_ack = 1'B1;
                    if (!(|core_command[10 : 0])) begin
                        state_next = STATE_IDLE;
                    end
                end
        endcase
    end
    reg [ 2 : 0] new_breakpoint_id;
    always @(*) begin
        new_breakpoint_id = 0;
        for (i = 7; i >= 0; i = i - 1) begin
            if (!reg_breakpoint_valid[i]) begin
                new_breakpoint_id = i[2 : 0];
            end
        end
    end
    always @(posedge sys_clk) begin
        if (sys_rst) begin
            core_new_breakpoint_id <= 0;
            reg_breakpoint_valid <= 0;
            for (i = 0; i < 8; i = i + 1) begin
                reg_breakpoint_addr[i] <= 0;
            end
            core_breakpoint_is_set <= 0;
            core_delete_breakpoint_addr <= 0;
            core_breakpoint_is_deleted <= 0;
        end
        else if (state_current == STATE_IDLE) begin
            if (core_command[5]) begin   
                core_new_breakpoint_id <= new_breakpoint_id;
                if (!(&reg_breakpoint_valid)) begin      
                    reg_breakpoint_valid[new_breakpoint_id] <= 1'B1;
                    reg_breakpoint_addr[new_breakpoint_id] <= core_new_breakpoint_addr;
                    core_breakpoint_is_set <= 1'B1;
                end
                else begin
                    core_breakpoint_is_set <= 1'B0;
                end
            end 
            else if (core_command[4]) begin   
                if (reg_breakpoint_valid[core_delete_breakpoint_id]) begin
                    reg_breakpoint_valid[core_delete_breakpoint_id] <= 1'B0;
                    core_delete_breakpoint_addr <= reg_breakpoint_addr[core_delete_breakpoint_id];
                    core_breakpoint_is_deleted <= 1'B1;
                end
                else begin
                    core_breakpoint_is_deleted <= 1'B0;
                end
            end
        end
    end
    assign imem_addr = core_inst_addr;
    assign core_inst_read = imem_rdata;
    assign imem_wdata = core_inst_write;
    assign dmem_addr = core_data_addr;
    assign core_data_read = dmem_rdata;
    assign dmem_wdata = core_data_write;
    assign core_breakpoint_addr = reg_breakpoint_addr[interface_addr[4 : 2]];
    assign core_breakpoint_ids = reg_breakpoint_valid;
    assign cpu_reg_ra = interface_addr[6 : 2];
    assign core_reg_rd = cpu_reg_rd;
    reg [ 2 : 0] breakpoint_hit_id;
    always @(posedge sys_clk) begin
        if (sys_rst) begin
            core_current_pc <= 0;
        end
        else if (cpu_commit_en) begin
            core_current_pc <= cpu_commit_pc;
        end
    end
    always @(*) begin
        breakpoint_hit_id = 0;
        for (i = 0; i < 8; i = i + 1) begin
            if (cpu_commit_pc == reg_breakpoint_addr[i] && reg_breakpoint_valid[i]) begin
                breakpoint_hit_id = i[2 : 0];
            end
        end
    end
    always @(posedge sys_clk) begin
        if (sys_rst) begin
            core_break <= 4'H8;
        end
        else if (cpu_commit_halt) begin
            core_break <= 4'H8;
        end
        else if (cpu_commit_en) begin
            core_break <= {1'B0, breakpoint_hit_id};
        end
    end
endmodule
==> ds_physical_params.txt <==
Summary of implementation characteristics

Parameter                              Value

Logic synthesis
  Cell area after synthesis .................. 27890 sq um
  Number of enable-type register cells in the synthesized netlist .................. 256
  Fraction of synthesis flops using an asynchronous set or reset pin .................. 0%
  Count of synthesis-stage warnings from yosys .................. 1
  Number of standard cells after synthesis .................. 2678
  Registers, synthesis .................. 515
  Yosys synthesis chip area .................. 27890 sq um
  Count of cell types in the netlist .................. around 60
  Portion of the post-synthesis area used by sequential elements .................. a little under half
  Cells in synth_stat.txt .................. approximately 2700
  Most frequently used flop master after synthesis .................. dfxtp_1
  Mean area per synthesized cell .................. 10.41 sq um

Pwr
  Static leakage .................. 11.43 nW
  Worst VDD drop .................. between 0.08 and 0.09 mV
  Power density cells .................. 112.8 nW/um^2

Floorplan
  Fp util .................. 30.38%
  Chip area .................. 94180 sq um
  Core outline area .................. approximately 92000 sq um
  Ports placed on the boundary .................. 398
  Die Width .................. 306.9 um
  Standard-cell row count .................. 111
  Vertical die dimension .................. between 300 and 400 um

Cells and area
  Total non-filler cell area in the finished layout .................. 34200 sq um
  Number of standard cells in the final layout excluding fillers .................. between 4000 and 5000
  Ratio of cells with drive above 1 in the final layout .................. 10.83%
  Layout-stage area growth over the synthesis result .................. 22.65%

STA
  Worst hold-check slack .................. 0.4581 ns
  PnR worst setup slack .................. 3.163 ns
  Count of pins over their slew limit .................. 0
  Timing-limited maximum frequency .................. 0.1158 GHz
  Worst max-slew margin expressed relative to the limit .................. 42.55%
  Final setup fails .................. 0
  Unrepaired setup endpoints after global routing .................. no
  Clk_skew .................. 0.005731 ns
  Minimum period implied by the final worst setup slack .................. 8.637 ns
  Final critical-path share of the clock period .................. 73.19%
  Tightest Pin Transition .................. approximately 0.86 ns
  Setup TNS .................. 0 ns
  Final tally of hold violations .................. 0

Clock network
  Number of buffers inserted for hold repair after clock tree synthesis .................. 0
  Clk buf depth .................. 3
  Num CTS Buffers .................. 56
  Clock tree from TritonCTS .................. yes
  CTS clock-pin slew for the worst setup and hold paths .................. 0.05 ns
  Clk root buf .................. clkbuf_16
  H-Tree Depth .................. 2
  Number of sinks driven by the clock tree .................. around 520
  Latency at later pin .................. 0.49 ns
  Resized Gates After CTS .................. 0
  Number of setup buffers added after CTS .................. 0

Setup path
  CP max FO .................. 9
  Worst path required time .................. 9.44 ns
  Startpoint types .................. primary input
  Data arrival time of the critical path .................. 6.28 ns
  Nature of the critical path endpoint .................. output port
  Cell at the slowest stage of the critical path .................. xnor2_1
  WS Path Type .................. primary input to output port
  Worst-path cell chain .................. clkdlybuf4s50_1 > xnor2_1 > nand4_1 > or4_1 > or3_1 > nand4_1 > and4bb_4 > a31o_1 > clkdlybuf4s50_1
  Worst path max stage delay .................. about 0.8 ns

Route
  Remaining routing DRC violations .................. 0
  Routed wire length .................. 126.5 mm
  Starting DRT DRC Count .................. 2674
  Total via count in the routed design .................. 23770
  Antenna viol nets, final .................. 0
  Detailed-routing iteration count for the pre-antenna-repair pass .................. 6
  Routed WL per cell .................. 30.11 um
  Per-cell via count in the routed design .................. 5.656

Job
  Reported max-cap violation count .................. 0
  Count of warning messages emitted by the tools .................. 963

Run status
  Status .................. completed

Place
  Post-DP Area .................. 32370 sq um
  Last weighted congestion value of the routability-driven placer .................. approximately 1.1
  HPWL after DPL .................. between 80 and 90 mm
  Minimum setup slack after placement .................. approximately 3.3 ns
  Cell Count Post-Placement .................. between 4000 and 5000
  Count of input and output buffers .................. 341

GRT
  Wire length of the first global-routing pass .................. 175.8 mm
  Largest net degree at the start of global routing .................. 73
  Number of antenna violations at the first check in global routing .................. 10
  Vias in the first global route .................. 23240
  Sum of overflow across all layers after global routing .................. 0
  Overall routing resource usage .................. between 20% and 30%

Worst hold path
  HP Class .................. flip-flop to flip-flop
[flip-flops by register name, summed over array words and instances (netlist names), 3 cells and up]
signal and cells:
reg_breakpoint_addr 256, core_new_breakpoint_id 3, core_current_pc 32, reg_breakpoint_valid 8
state_current 4, core_inst_write 32, core_data_addr 32, core_inst_addr 32
core_break 4, core_data_write 32, core_command 11, core_new_breakpoint_addr 32
core_delete_breakpoint_addr 32, core_delete_breakpoint_id 3
[layout by cell type (no fill, tap or decap), types with 10 or more instances in the layout]
cell type / Yosys / layout
nand2_1: 439 / 439
clkdlybuf4s50_1: 0 / 335
and2_1: 264 / 264
dfxtp_1: 259 / 257
edfxtp_1: 256 / 256
a21oi_1: 233 / 233
xor2_1: 153 / 153
mux4_2: 130 / 130
xnor2_1: 99 / 99
nor2_1: 106 / 92
mux2i_1: 64 / 64
buf_4: 13 / 60
clkbuf_16: 0 / 57
a222oi_1: 40 / 40
a221oi_1: 40 / 40
nor4_1: 39 / 39
nand3_1: 35 / 35
nand4_1: 34 / 34
a311oi_1: 32 / 32
a22o_1: 28 / 28
and3_1: 27 / 27
a221o_1: 22 / 22
a22oi_1: 18 / 18
inv_1: 16 / 16
o21ai_0: 16 / 16
nor3_1: 17 / 16
clkinv_2: 0 / 11
clkbuf_1: 150 / 11
clkbuf_8: 0 / 10
[cells in the mapped netlist, types with 7 or more instances]
cell type  number  area share [%]
mux2i_1        64             2.3
edfxtp_1      256              28
a311oi_1       32             1.0
and2_1        264             5.9
mux4_2        130              10
and3_1         27            0.61
nand2_1       439             5.9
buf_2          50            0.90
xor2_1        153             4.8
a21oi_1       233             4.2
nand4_1        34            0.76
buf_4          13            0.35
a221oi_1       40             1.3
ha_1            7            0.31
a22oi_1        18            0.48
clkbuf_1      150             2.0
dfxtp_1       259              19
xnor2_1        99             3.1
a22o_1         28            0.88
buf_1           8            0.11
nand3_1        35            0.63
a222oi_1       40             1.4
nor2_1        106             1.4
buf_6           8            0.32
o21ai_0        16            0.29
or2_2           8            0.18
nor3_1         17            0.31
inv_1          16            0.22
nor4_1         39            0.87
a221o_1        22            0.79
[routing by layer]
metal	up-vias	share of wire, %	global-route usage [%]
met5	-	0.32	2.171
met4	20	3.8	8.570
met3	270	14	15.10
met2	1632	46	41.57
met1	11650	36	34.15
li1	10200	-	-
[kinds of logic (layout without fill, tap and decap cells)]
family | Yosys count | in the layout | synth area share [%]
adders and majority gates | 7 | 7 | 0.3141
and+or+nand+nor | 1005 | 1005 | 17.63
muxes | 198 | 198 | 12.96
buffers and inverters | 245 | 523 | 3.913
xor gates and xnor gates | 254 | 254 | 8.032
AOI/OAI and AO/OA | 454 | 454 | 10.99
other | 0 | 3 | 0
DFF | 515 | 515 | 46.16
[worst max-delay path: cells and delay by family]
kind                      cells  cell delay (ns)
buffers and inverters         2             1.11
AOI/OAI and AO/OA             1             0.24
xor gates and xnor gates      1             0.82
and+or+nand+nor               5             1.73
[area by class of cell]
cell class	count	area [sq um]
fill	8979	57600
multi-input combinational	1918	14020
sequential	515	12880
timing repair buffer	401	3859
clock buffer	78	1605
tap	1243	1555
clock inverter	28	220.2
inverter	16	60.06
antenna	3	7.507
[stage by stage]
step	util [%]	total power, mW
after floorplan	-	2.185
after global placement	35.26	2.426
after detailed placement	35.26	2.425
after CTS	37.25	4.177
after global routing	37.25	4.273
final	37.26	3.858
[worst paths after layout]
path                            cells after the start                    start  slack (ns)                   endpoint
worst max-delay path                                9         cpu_commit_pc[9]        3.16           cpu_global_en[0]
worst min-delay path                                2            core_break[3]        0.46              core_break[3]
worst max register to register                      9  reg_breakpoint_valid[5]        7.81  reg_breakpoint_addr[6][3]
worst min register to register                      2            core_break[3]        0.46              core_break[3]
[power breakdown]
group	internal, mW	switching (mW)
logic	0.182	0.272
clock network	0.989	0.459
registers	1.92	0.0389
total	3.09	0.770
Power is estimated from default activity; no workload was simulated.
