--- config.mk ---
export PLATFORM = sky130hd
export DESIGN_NAME = PDU_kernel
export DESIGN_NICKNAME = PDU_kernel
export VERILOG_FILES = /design/flow/design.v
export SDC_FILE = /design/flow/constraint.sdc
export NUM_CORES = 4
export LEC_CHECK = 1
export CORE_UTILIZATION = 50
--- constraint.sdc ---
current_design PDU_kernel

set clk_period 23.5
set clk_io_pct 0.2

create_clock -name clk0 -period $clk_period [get_ports {sys_clk}]

set non_clock_inputs [all_inputs -no_clocks]
set_input_delay [expr $clk_period * $clk_io_pct] -clock clk0 $non_clock_inputs
set_output_delay [expr $clk_period * $clk_io_pct] -clock clk0 [all_outputs]
--- design.v ---
module PDU_kernel (
    input                   [ 0 : 0]            sys_clk,
    input                   [ 0 : 0]            sys_rst,
    output                  [31 : 0]            imem_addr,
    input                   [31 : 0]            imem_rdata,
    output                  [31 : 0]            dmem_addr,
    output                  [31 : 0]            dmem_wdata,
    output                  [ 0 : 0]            dmem_we,
    input                   [31 : 0]            dmem_rdata
);
    reg  [ 1 : 0]           cur_state       ;
    reg  [ 1 : 0]           next_state      ;
    wire [31 : 0]           pc              ;
    wire [31 : 0]           npc             ;
    wire [31 : 0]           pc_offset       ;
    wire [31 : 0]           inst            ;
    wire [ 0 : 0]           dmem_we_raw     ;
    wire [ 4 : 0]           rf_ra0          ;
    wire [ 4 : 0]           rf_ra1          ;
    wire [ 0 : 0]           rf_we           ;
    wire [ 4 : 0]           rf_wa           ;
    wire [ 1 : 0]           wb_mux_sel      ;
    wire [ 2 : 0]           br_type         ;
    wire [ 0 : 0]           alu_src0_sel    ;
    wire [ 0 : 0]           alu_src1_sel    ;
    wire [31 : 0]           imm             ;
    wire [31 : 0]           rf_rd0          ;
    wire [31 : 0]           rf_rd1          ;
    wire [31 : 0]           rf_wd           ;
    wire [31 : 0]           alu_res         ;
    wire [ 3 : 0]           alu_op          ;
    wire [31 : 0]           alu_src0        ;
    wire [31 : 0]           alu_src1        ;
    wire [ 0 : 0]           npc_sel         ;   
    wire [31 : 0]           pc_add4     =   pc + 32'H4;
    always @(posedge sys_clk) begin
        if (sys_rst)
            cur_state <= 2'D0;
        else
            cur_state <= next_state;
    end
    always @(*) begin
        case (cur_state)
            2'D0:
                next_state = 2'D1;
            2'D1:
                next_state = 2'D2;
            2'D2:
                next_state = 2'D3;
            2'D3:
                next_state = 2'D1;
        endcase
    end
    Pkernel_MUX2 pdu_npc_mux (
        .src0           (pc_add4        ),
        .src1           (pc_offset      ),
        .sel            (npc_sel        ),
        .res            (npc            )
    );
    PKernel_PC pdu_pc (
        .sys_clk        (sys_clk        ),
        .sys_rst        (sys_rst        ),
        .set            (cur_state == 2'D0),
        .we             (cur_state == 2'D3),
        .npc            (npc            ),
        .pc             (pc             )        
    );
    assign  imem_addr   = pc;
    assign  inst        = imem_rdata;
    PKernel_Decoder pdu_decoder (
        .inst           (inst           ),
        .dmem_we        (dmem_we_raw    ),
        .rf_ra0         (rf_ra0         ),
        .rf_ra1         (rf_ra1         ),
        .rf_we          (rf_we          ),
        .rf_wa          (rf_wa          ),
        .wb_mux_sel     (wb_mux_sel     ),
        .br_type        (br_type        ),
        .alu_op         (alu_op         ),
        .alu_src0_sel   (alu_src0_sel   ),
        .alu_src1_sel   (alu_src1_sel   ),
        .imm            (imm            )
    );
    Pkernel_RegFile pdu_rf (
        .sys_clk        (sys_clk        ),
        .en             (cur_state == 2'D3),
        .rf_ra0         (rf_ra0         ),
        .rf_ra1         (rf_ra1         ),
        .rf_rd0         (rf_rd0         ),
        .rf_rd1         (rf_rd1         ),
        .rf_wa          (rf_wa          ),
        .rf_wd          (rf_wd          ),
        .rf_we          (rf_we          )
    );
    Pkernel_MUX2 pdu_alu_src0_mux (
        .src0           (rf_rd0         ),
        .src1           (pc             ),
        .sel            (alu_src0_sel   ),
        .res            (alu_src0       )
    );
    Pkernel_MUX2 pdu_alu_src1_mux (
        .src0           (rf_rd1         ),
        .src1           (imm            ),
        .sel            (alu_src1_sel   ),
        .res            (alu_src1       )
    );
    Pkernel_ALU pdu_alu (
        .src0           (alu_src0       ),
        .src1           (alu_src1       ),
        .alu_op         (alu_op         ),
        .res            (alu_res        )
    );
    assign pc_offset = alu_res;
    Pkernel_Branch pdu_branch (
        .src0           (rf_rd0         ),
        .src1           (rf_rd1         ),
        .br_type        (br_type        ),
        .npc_sel        (npc_sel        )
    );
    assign  dmem_addr   = alu_res;
    assign  dmem_wdata  = rf_rd1;
    assign  dmem_we     = dmem_we_raw && (cur_state == 2'D2);
    Pkernel_MUX4 pdu_wb_mux (
        .src0           (alu_res        ),
        .src1           (dmem_rdata     ),
        .src2           (pc_add4        ),
        .src3           (imm            ),
        .sel            (wb_mux_sel     ),
        .res            (rf_wd          )
    );
endmodule
module PKernel_PC (
    input                   [ 0 : 0]            sys_clk,
    input                   [ 0 : 0]            sys_rst,
    input                   [ 0 : 0]            set,
    input                   [ 0 : 0]            we,
    input                   [31 : 0]            npc,
    output          reg     [31 : 0]            pc
);
    always @(posedge sys_clk) begin
        if (sys_rst)
            pc <= 'B0;
        else if (set)
            pc <= 32'H00000000;
        else if (we)
            pc <= npc;
    end
endmodule
module PKernel_Decoder(
    input                   [31 : 0]            inst,
    output                  [ 0 : 0]            dmem_we,
    output                  [ 4 : 0]            rf_ra0,
    output                  [ 4 : 0]            rf_ra1,
    output                  [ 0 : 0]            rf_we,
    output                  [ 4 : 0]            rf_wa,
    output          reg     [ 1 : 0]            wb_mux_sel,
    output          reg     [ 2 : 0]            br_type,
    output          reg     [ 3 : 0]            alu_op,
    output          reg     [ 0 : 0]            alu_src0_sel,
    output          reg     [ 0 : 0]            alu_src1_sel,
    output          reg     [31 : 0]            imm 
);
    wire [ 0 : 0]  is_OP            ;
    wire [ 0 : 0]  is_OP_IMM        ;
    wire [ 0 : 0]  is_STORE         ;
    wire [ 0 : 0]  is_LOAD          ;
    wire [ 0 : 0]  is_BRANCH        ;
    wire [ 0 : 0]  is_LUI           ; 
    wire [ 0 : 0]  is_AUIPC         ; 
    wire [ 0 : 0]  is_JAL           ; 
    wire [ 0 : 0]  is_JALR          ; 
    wire [ 2 : 0]  func3            ;
    assign is_OP            = ~inst[6] &  inst[5] &  inst[4] & ~inst[3] & ~inst[2];       
    assign is_OP_IMM        = ~inst[6] & ~inst[5] &  inst[4] & ~inst[3] & ~inst[2];       
    assign is_LOAD          = ~inst[6] & ~inst[5] & ~inst[4] & ~inst[3] & ~inst[2];       
    assign is_STORE         = ~inst[6] &  inst[5] & ~inst[4] & ~inst[3] & ~inst[2];       
    assign is_BRANCH        =  inst[6] &  inst[5] & ~inst[4] & ~inst[3] & ~inst[2];       
    assign is_LUI           = ~inst[6] &  inst[5] &  inst[4] & ~inst[3] &  inst[2];       
    assign is_AUIPC         = ~inst[6] & ~inst[5] &  inst[4] & ~inst[3] &  inst[2];       
    assign is_JAL           =  inst[6] &  inst[5] & ~inst[4] &  inst[3] &  inst[2];       
    assign is_JALR          =  inst[6] &  inst[5] & ~inst[4] & ~inst[3] &  inst[2];       
    assign func3            =  inst[14:12];
    assign rf_ra0           = inst[19 : 15];
    assign rf_ra1           = inst[24 : 20];
    assign rf_wa            = inst[11 :  7];
    assign rf_we            = (|{is_OP , is_OP_IMM, is_LOAD, is_LUI, is_AUIPC, is_JAL, is_JALR});
    assign dmem_we          = is_STORE;
    always @(*) begin
        alu_op = 4'D0;
        if (is_OP || is_OP_IMM) begin
            case(func3)
                3'B000:
                    if (inst[30] && is_OP)
                        alu_op = 4'D1;
                    else
                        alu_op = 4'D0;
                3'B001:
                    alu_op = 4'D7;
                3'B010:
                    alu_op = 4'D2;
                3'B011:
                    alu_op = 4'D3;
                3'B100:
                    alu_op = 4'D6;
                3'B101:
                    if (inst[30])
                        alu_op = 4'D9;
                    else
                        alu_op = 4'D8;
                3'B110:
                    alu_op = 4'D5;
                3'B111:
                    alu_op = 4'D4;
                default:
                    alu_op = 4'D0;
            endcase
        end
    end
    always @(*) begin
        if (is_BRANCH || is_AUIPC || is_JAL)
            alu_src0_sel = 1'B1;
        else
            alu_src0_sel = 1'B0;
        if (is_OP_IMM || is_LOAD || is_STORE || is_BRANCH || is_LUI || is_AUIPC || is_JAL || is_JALR)
            alu_src1_sel = 1'B1;
        else
            alu_src1_sel = 1'B0;
    end
    always @(*) begin
        wb_mux_sel = 2'D0;
        if (is_LOAD)
            wb_mux_sel = 2'D1;
        else if (is_JAL || is_JALR)
            wb_mux_sel = 2'D2;
        else if (is_LUI)
            wb_mux_sel = 2'D3;
    end
    always @(*) begin
        if (is_BRANCH)
            case(func3)
                3'B000:
                    br_type = 3'D1;
                3'B001:
                    br_type = 3'D2;
                3'B100:
                    br_type = 3'D3;
                3'B110:
                    br_type = 3'D5;
                3'B101:
                    br_type = 3'D4;
                3'B111:
                    br_type = 3'D6;
                default:
                    br_type = 3'D0;
            endcase
        else if (is_JAL || is_JALR)
            br_type = 3'D7;
        else
            br_type = 3'D0;
    end
    always @(*) begin
        imm = 0;
        if (is_BRANCH) begin
            imm = {{20{inst[31]}}, inst[7], inst[30:25], inst[11:8], 1'B0};
        end
        if (is_LOAD || is_OP_IMM || is_JALR) begin
            imm = {{20{inst[31]}}, inst[31:20]};
        end
        if (is_STORE) begin
            imm = {{20{inst[31]}}, inst[31:25], inst[11:7]};
        end
        if (is_LUI || is_AUIPC) begin
            imm = {inst[31:12], 12'h0};
        end
        if (is_JAL) begin
            imm = {{12{inst[31]}}, inst[19:12], inst[20], inst[30:21], 1'B0};
        end
    end
endmodule
module Pkernel_ALU (
    input                   [31 : 0]            src0,
    input                   [31 : 0]            src1,
    input                   [ 3 : 0]            alu_op,
    output          reg     [31 : 0]            res
);
    always @(*) begin
        case (alu_op)
            4'D0:
                res = src0 + src1;
            4'D1:
                res = src0 - src1;
            4'D2:
                res = ($signed(src0) < $signed(src1)) ? 32'H1 : 32'H0;
            4'D3:
                res = (src0 < src1) ? 32'H1 : 32'H0;
            4'D4:
                res = src0 & src1;
            4'D5:
                res = src0 | src1;
            4'D6:
                res = src0 ^ src1;
            4'D7:
                res = src0 << src1[ 4 : 0];
            4'D8:
                res = src0 >> src1[ 4 : 0];
            4'D9:
                res = $signed(src0) >>> src1[ 4 : 0];
            default:
                res = 32'H0;
        endcase
    end
endmodule
module Pkernel_RegFile (
    input                   [ 0 : 0]            sys_clk,
    input                   [ 0 : 0]            en,
    input                   [ 4 : 0]            rf_ra0,
    input                   [ 4 : 0]            rf_ra1,
    output                  [31 : 0]            rf_rd0,
    output                  [31 : 0]            rf_rd1,
    input                   [ 4 : 0]            rf_wa,
    input                   [31 : 0]            rf_wd,
    input                   [ 0 : 0]            rf_we
);
    reg [31 : 0]    reg_file [0 : 31];
    integer i;
    initial begin
        for (i = 0; i < 32; i = i + 1)
            reg_file[i] = 0;
    end
    always @(posedge sys_clk) begin
        if (en && rf_we && (|rf_wa))
            reg_file[rf_wa] <= rf_wd;
    end
    assign rf_rd0 = reg_file[rf_ra0];
    assign rf_rd1 = reg_file[rf_ra1];
endmodule
module Pkernel_Branch (
    input                   [31 : 0]            src0,
    input                   [31 : 0]            src1,
    input                   [ 2 : 0]            br_type,            
    output          reg     [ 0 : 0]            npc_sel
);
    always @(*) begin
        npc_sel = 1'B0;
        case (br_type)
            3'D0:
                npc_sel = 1'B0;
            3'D1:
                if (src0 == src1)
                    npc_sel = 1'B1;
            3'D2:
                if (src0 != src1)
                    npc_sel = 1'B1;
            3'D3:
                if ($signed(src0) < $signed(src1))
                    npc_sel = 1'B1;
            3'D5:
                if (src0 < src1)
                    npc_sel = 1'B1;
            3'D4:
                if ($signed(src0) >= $signed(src1))
                    npc_sel = 1'B1;
            3'D6:
                if (src0 >= src1)
                    npc_sel = 1'B1;
            3'D7:
                npc_sel = 1'B1;
        endcase
    end
endmodule
module Pkernel_MUX2 (
    input                   [31 : 0]            src0,
    input                   [31 : 0]            src1,
    input                   [ 0 : 0]            sel,
    output                  [31 : 0]            res
);
    assign  res = sel ? src1 : src0;
endmodule
module Pkernel_MUX4 (
    input                   [31 : 0]            src0,
    input                   [31 : 0]            src1,
    input                   [31 : 0]            src2,
    input                   [31 : 0]            src3,
    input                   [ 1 : 0]            sel,
    output                  [31 : 0]            res
);
    assign res = sel[1] ? (sel[0] ? src3 : src2) : (sel[0] ? src1 : src0);
endmodule
--- run.sh ---
#!/bin/bash
# OpenROAD 26Q1-2900-gdf79404cd8, Yosys 0.63+post, stock flow scripts
make -C /OpenROAD-flow-scripts/flow DESIGN_CONFIG=/design/flow/config.mk WORK_HOME=/design/flow/orfs finish
==> datasheet_impl.txt <==
Physical design parameters

Parameter                              Value

Critical path
  Crit-path leading delay family    buffers and inverters
  Nature of the critical path endpoint    output port
  Critical path's largest stage delay    0.85 ns
  Worst path slowest cell    clkdlybuf4s50_1
  Biggest fanout along the worst timing path    about 41
  Critical path data required time    ~19 ns
  Most repeated library cell on the critical path    buf_4
  Crit start category    primary input
  CP arrival    around 14 ns
  Path type of the worst setup path    in -> out
  Number of buffers and inverters on the critical path    8

Placed design
  Number of buffer cells added on primary ports    ~160
  Detailed Place HPWL    157000 um
  Area post-placement    65900 sq um
  Global placer's final weighted congestion    roughly 1.0

Floorplan
  Floorplan die area    around 130000 sq um
  Die span in y    around 350 um
  Core Region    roughly 120000 sq um
  Number of top-level design ports    roughly 160
  Starting density of the core    50.6%
  # rows    128
  Die X    between 300 and 400 um

Logic synthesis
  Number of distinct library cells after synthesis    96
  Post-synth top flop    edfxtp_1
  Chip area from the yosys synthesis statistics    61800 sq um
  Cell count listed in synth_stat.txt    ~4700
  Number of flops mapped to enable cells by yosys    a little over 1000
  Post-synth design cell area    ~62000 sq um
  Instance count of the mapped netlist    around 4700
  FFs w/ async S/R, synth    0%
  Number of synthesized register bits    1060
  Post-Synthesis Mean Instance Area    13.1 sq um
  Share of the yosys chip area belonging to registers    roughly half
  Synth Warn #    6

Drt
  Top layer used by detailed routing    met5
  Total wire length after detailed routing    roughly 240000 um
  Residual DRC    0
  Number of DRC markers after the initial detailed-route iteration    approximately 3900
  DR WL met2    105000 um
  Length of the first detailed-routing pass in iterations    6
  Met3 wire length    between 30000 and 40000 um
  Ratio of routed vias to standard cells    between 6 and 7
  Via total after detailed routing    roughly 45000
  Wire length on met1    ~82000 um
  Routed wirelength normalized by instance count    ~36 um
  Antenna violation net count after detailed routing    0

Global routing
  First-pass GRT wire length    332000 um
  Largest net degree at the start of global routing    just over 90
  All-Layer GR Usage    about two fifths
  Vias in the first global route    between 40000 and 50000
  Initial antenna violation count    11
  Aggregate global routing overflow    0

Clock tree
  Skew-Pair Late Insertion Delay    about 0.53 ns
  Depth of the CTS H-tree    3
  Number of sinks on the clock net    roughly 1100
  Buffer levels on the longest clock path    3
  Clock root buffer master    clkbuf_16
  TritonCTS clock tree    done
  Count of cells resized by post-cts repair    0
  Postcts setup bufs    0
  CTS buffer count    113
  CTS Hold Bufs    0
  Clock-pin slew of the registers on the worst-case setup and hold paths    0.05 ns

Final layout
  Area of the multi-input gates    28500 sq um
  Top cells excl fill/tap    edfxtp_1 (1024), mux2i_1 (716), a22oi_1 (344)
  Area growth from synthesis to layout    12.4%
  Area taken by flip-flops and latches    between 30000 and 40000 sq um
  Final-layout fill cell count    between 9000 and 10000
  Ratio of cells with drive above 1 in the final layout    between 10% and 20%
  Most frequently placed logic cell in the final layout    edfxtp_1
  Cell area after layout    69400 sq um

Timing
  Fmax    0.0546 GHz
  Setup Skew    approximately 0.024 ns
  Transition time at the pin with the least slew margin    ~1.0 ns
  Period minus WS final    roughly 18 ns
  Worst max-slew margin expressed relative to the limit    about a third
  Hold Violations, Final    0
  Setup violation total in the final timing report    0
  Fin crit share    between 70% and 80%
  Fin. max-slew vios    0
  Unrepaired setup endpoints after global routing    no
  Setup total negative slack    0 ns

Power
  Leak pwr    24.7 nW
  Worst supply voltage drop on vdd    around 0.00006 V
  Power per unit of standard cell area    78.4 nW/um^2

Run
  Max-Cap Viols    0
  OpenROAD warning count    1322

Min path
  Class of the tightest hold or removal check    reg -> reg

Run status
  Run status    completed
==> synthesized netlist by cell type, types with 20 or more instances <==
cell | instances | share of area [%]
a221o_1 | 20 | 0.32
a221oi_1 | 20 | 0.28
nor2_1 | 186 | 1.1
buf_6 | 36 | 0.66
a21o_1 | 47 | 0.57
nand2_1 | 223 | 1.4
buf_1 | 51 | 0.31
o21ai_0 | 105 | 0.85
nor3_1 | 41 | 0.33
nor2b_1 | 24 | 0.24
clkbuf_1 | 176 | 1.1
mux2i_1 | 716 | 12
nand3_1 | 62 | 0.50
dfxtp_1 | 36 | 1.2
and3_1 | 20 | 0.20
xnor2_1 | 40 | 0.57
a31oi_1 | 38 | 0.38
buf_2 | 42 | 0.34
a211oi_1 | 40 | 0.49
o22ai_1 | 33 | 0.33
edfxtp_1 | 1024 | 50
nand2b_1 | 23 | 0.23
mux4_2 | 281 | 10
inv_1 | 135 | 0.82
o221ai_1 | 20 | 0.28
buf_4 | 53 | 0.64
mux2_2 | 43 | 0.78
ha_1 | 132 | 2.7
a21oi_1 | 309 | 2.5
a22oi_1 | 344 | 4.2
nor4_1 | 41 | 0.42
o211ai_1 | 32 | 0.39
==> power by group <==
group | internal (mW) | switching (mW) | total (mW) | leakage, nW
Sequential | 2.37 | 0.00940 | 2.38 | 9.53
Combinational | 0.534 | 1.12 | 1.65 | 13.5
Clock | 0.949 | 0.465 | 1.41 | 1.69
==> worst paths after layout <==
check / end / startpoint / slack [ns] / cells past startpoint
worst max register to register: pdu_rf.reg_file[8][0] / pdu_rf.reg_file[19][0] / 16.30 / 23
worst max-delay path: dmem_addr[0] / imem_rdata[17] / 5.17 / 25
worst min-delay path: cur_state[1] / cur_state[2] / 0.45 / 1
worst min register to register: cur_state[1] / cur_state[2] / 0.45 / 1
==> sequential cells by signal, indices dropped and copies added (netlist names) <==
| name | count |
|---|---|
| cur_state | 4 |
| pdu_pc.pc | 32 |
| pdu_rf.reg_file | 1024 |
==> logic make-up (layout without fill, tap and decap cells) <==
logic type	after synthesis	in the layout	share of synthesized area, %
compound gates	1185	1185	13.0
flops	1060	1060	50.9
mux	1057	1057	23.0
simple gates	716	716	5.59
buf+inv	500	747	3.91
fa+ha+maj	134	134	2.74
xor+xnor	54	54	0.765
other cells	1	37	0.00607
==> worst register-to-register path, stage by stage (launching register included) <==
cell,delay [ns]
edfxtp_1,0.34
mux2i_1,0.07
a22oi_1,0.24
a21oi_1,0.16
nor4_4,0.63
a21oi_4,0.10
buf_4,0.23
inv_2,0.40
ha_1,0.30
fa_1,0.21
nor2b_1,0.08
o211ai_1,0.28
a31oi_1,0.20
o31ai_1,0.33
buf_4,0.21
nor3_1,0.09
nor4b_1,0.79
o21ai_0,0.25
o41ai_1,0.53
nor2_1,0.24
o221ai_1,0.47
a31oi_1,0.21
o21ai_2,0.24
buf_4,0.34
==> area by class of cell <==
cell class | instances | share of cell area (%)
flip-flops and latches | 1060 | 45.3
diodes | 5 | 0.0180
clock inverters | 59 | 0.717
inverters | 141 | 0.766
well taps | 1625 | 2.93
multi-input cells | 3178 | 41.0
repair buffers | 398 | 4.95
clock buffers | 149 | 4.33
==> routing by layer <==
layer	global-route usage, %	vias to the layer above
met5	3.28	-
met4	17.1	26
met3	24.7	595
met2	57.2	2914
met1	53.8	22300
li1	-	19300
==> stage by stage <==
stage | hold WS [ns] | setup slack, ns | cells | utilization, % | total power [mW]
2_1_floorplan | 0.414 | 8.39 | 4738 | - | 3.30
3_5_place_dp | 0.445 | 5.61 | 6402 | 54.0 | 4.02
3_3_place_gp | 0.419 | 5.50 | 6402 | 54.0 | 4.02
6_report | 0.446 | 5.17 | 6615 | 56.8 | 5.45
4_1_cts | 0.457 | 5.54 | 6610 | 56.8 | 5.71
5_1_grt | 0.461 | 5.07 | 6613 | 56.8 | 5.91
No activity file was given, so power comes from the tool's default toggle rates.
